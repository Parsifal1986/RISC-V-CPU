==> ./config.mk <==
export PLATFORM = sky130hd
export DESIGN_NAME = load_store_buffer
export DESIGN_NICKNAME = load_store_buffer
export VERILOG_FILES = /design/flow/design.v
export SDC_FILE = /design/flow/constraint.sdc
export NUM_CORES = 4
export LEC_CHECK = 1
export CORE_UTILIZATION = 50
==> ./constraint.sdc <==
current_design load_store_buffer

set clk_period 26.7
set clk_io_pct 0.2

create_clock -name clk0 -period $clk_period [get_ports {clk}]

set non_clock_inputs [all_inputs -no_clocks]
set_input_delay [expr $clk_period * $clk_io_pct] -clock clk0 $non_clock_inputs
set_output_delay [expr $clk_period * $clk_io_pct] -clock clk0 [all_outputs]
==> ./design.v <==
module load_store_buffer (
  input wire clk,
  input wire rst,
  input wire rdy,
  input [95:0] instruction,
  input [1:0] ready,
  input [31:0] mem_data,
  input [73:0] cdb,
  input flush,
  input [3:0] head_tag,
  output reg [4:0] oprand,
  output reg [31:0] addr,
  output reg [31:0] data,
  output reg ls_done,
  output reg [3:0] ls_tag,
  output reg [31:0] ls_data,
  output reg ls_ready
);
reg [1:0] lsb_queue_busy[15:0];
reg [3:0] lsb_queue_tag[15:0];
reg [11:0] lsb_queue_imm[15:0];
reg [4:0] lsb_queue_addr_reg[15:0];
reg [4:0] lsb_queue_data_reg[15:0];
reg [31:0] lsb_queue_addr[15:0];
reg [31:0] lsb_queue_data[15:0];
reg [3:0] lsb_queue_op[15:0];
reg [3:0] head, tail;
reg [4:0] array_size;
integer size_change;
reg stop;
initial begin : initialize
  integer i;
  for (i = 0; i < 16; i = i + 1) begin
    lsb_queue_op[i] <= 0;
    lsb_queue_busy[i] <= 0;
    lsb_queue_tag[i] <= 0;
    lsb_queue_imm[i] <= 0;
    lsb_queue_addr_reg[i] <= 0;
    lsb_queue_data_reg[i] <= 0;
    lsb_queue_data[i] <= 0;
    lsb_queue_addr[i] <= 0;
  end
end
always @(posedge clk) begin
  if (rst) begin
    stop <= 0;
    head <= 0;
    tail <= 0;
    array_size <= 0;
    oprand <= 0;
    addr <= 0;
    data <= 0;
    ls_done <= 0;
    ls_tag <= 0;
    ls_data <= 0;
    ls_ready <= 0;
  end else if (!rdy) begin
  end else begin
    begin  
      size_change = 0;
      if (instruction[1:0]) begin
        lsb_queue_busy[tail] <= instruction[1:0];
        lsb_queue_tag[tail] <= instruction[5:2];
        lsb_queue_imm[tail] <= instruction[17:6];
        if (cdb[36] && instruction[22] && instruction[21:18] == cdb[35:32]) begin
          lsb_queue_addr[tail] <= cdb[31:0];
          lsb_queue_addr_reg[tail] <= 0;
        end else if (cdb[73] && instruction[22] && instruction[21:18] == cdb[72:69]) begin
          lsb_queue_addr[tail] <= cdb[68:37];
          lsb_queue_addr_reg[tail] <= 0;
        end else begin
          lsb_queue_addr[tail] <= instruction[59:28];
          lsb_queue_addr_reg[tail] <= instruction[22:18];
        end
        if (cdb[36] && instruction[27] && instruction[26:23] == cdb[35:32]) begin
          lsb_queue_data[tail] <= cdb[31:0];
          lsb_queue_data_reg[tail] <= 0;
        end else if (cdb[73] && instruction[27] && instruction[26:23] == cdb[72:69]) begin
          lsb_queue_data[tail] <= cdb[68:37];
          lsb_queue_data_reg[tail] <= 0;
        end else begin
          lsb_queue_data[tail] <= instruction[91:60];
          lsb_queue_data_reg[tail] <= instruction[27:23];
        end
        lsb_queue_op[tail] <= instruction[95:92];
        tail <= flush ? 0 : tail + 1;
        size_change = size_change + 1;;
      end else begin
        tail <= flush ? 0 : tail;
      end
      if (ready[1]) begin
        lsb_queue_busy[head] <= 2'b00;
        ls_tag <= lsb_queue_tag[head];
        ls_data <= mem_data;
        ls_done <= flush ? 0 : 1;
        head <= flush ? 0 : (head + 1);
        size_change = size_change - 1;
        stop <= 0;
      end else begin
        ls_done <= 0;
        head <= flush ? 0 : head;
        stop <= flush ? 0 : stop;
      end
      if (array_size < 13) begin
        ls_ready <= 1;
      end else begin
        ls_ready <= 0;
      end
    end
    begin  
      if (cdb[36]) begin : Loop1
        integer k;
        for (k = 0; k < 16; k = k + 1) begin
          if (lsb_queue_data_reg[k][4] && lsb_queue_data_reg[k][3:0] == cdb[35:32]) begin
            lsb_queue_data[k] <= cdb[31:0];
            lsb_queue_data_reg[k][4] <= 0;
          end
          if (lsb_queue_addr_reg[k][4] && lsb_queue_addr_reg[k][3:0] == cdb[35:32]) begin
            lsb_queue_addr[k] <= cdb[31:0];
            lsb_queue_addr_reg[k][4] <= 0;
          end
        end
      end
      if (cdb[73]) begin : Loop2
        integer k;
        for (k = 0; k < 16; k = k + 1) begin
          if (lsb_queue_data_reg[k][4] && lsb_queue_data_reg[k][3:0] == cdb[72:69]) begin
            lsb_queue_data[k] <= cdb[68:37];
            lsb_queue_data_reg[k][4] <= 0;
          end
          if (lsb_queue_addr_reg[k][4] && lsb_queue_addr_reg[k][3:0] == cdb[72:69]) begin
            lsb_queue_addr[k] <= cdb[68:37];
            lsb_queue_addr_reg[k][4] <= 0;
          end
        end
      end
    end
    begin  
      if (|array_size && ready && !stop && !lsb_queue_addr_reg[head][4] && !lsb_queue_data_reg[head][4] && lsb_queue_busy[head] == 2'b01 && ((!lsb_queue_op[head][3] && (lsb_queue_addr[head] != 32'h00030000 || (lsb_queue_addr[head] == 32'h00030000 && head_tag == lsb_queue_tag[head]))) || (lsb_queue_op[head][3] && head_tag == lsb_queue_tag[head]))) begin
        oprand <= flush ? 0 : {1'b1, lsb_queue_op[head]};
        addr <= $signed(lsb_queue_addr[head]) + $signed(lsb_queue_imm[head]);
        data <= lsb_queue_data[head];
        lsb_queue_busy[head] <= 2'b10;
        stop <= 1;
      end else begin
        oprand <= 0;
      end
    end
    array_size <= flush ? 0 : array_size + size_change;
  end
end
endmodule
==> ./run.sh <==
#!/bin/bash
# OpenROAD 26Q1-2900-gdf79404cd8, Yosys 0.63+post, stock flow scripts
make -C /OpenROAD-flow-scripts/flow DESIGN_CONFIG=/design/flow/config.mk WORK_HOME=/design/flow/orfs finish
==> flow_metrics.tcl <==
# yosys + openroad results
set metrics [dict create \
    outcome "completed" \
    place_ws_ps 16320 \
    fmax_mhz 104 \
    netSwitchingPower_uw 1410 \
    dp_hpwl_mm 184 \
    p_total_uw 5840 \
    rsz0062_at_grt "no" \
    wl_met2_mm 145 \
    wl_met3_mm 42.1 \
    p_sw_share_pct 24.2 \
    seqPwrFrac_pct 49.1 \
    path_buffers 6 \
    coreArea_um2 179000 \
    min_from "lsb_queue_busy[15][0]" \
    crit_fanout 32 \
    synth_chip_area_um2 90200 \
    ys_cells 7799 \
    fp_util_pct 50.5 \
    p_clk_share_pct 41.7 \
    drc 0 \
    cp.arrival_ps 10080 \
    drt_wl_total_mm 312 \
    routedWlPerCell_um 30.5 \
    cp-end-kind "flop" \
    finalClockSkew_ps 26.6 \
    min_period_over_period_pct 36.1 \
    ys_seq_share_pct 53.4 \
    worstSkewPairLatency_ps 840 \
    grt_max_degree 69 \
    p_int_uw 4430 \
    die_w_um 427 \
    pwr-share-comb_pct 9.2 \
    post_cts_resize_count 0 \
    crit_family "buffers and inverters" \
    cts.sinks 1661 \
    edf_count 1488 \
    drt_iter0_drc 5532 \
    startpoint "rdy" \
    clk_pin_slew_ps 60 \
    hold_viol 0 \
    startpoint_type "input pin" \
    cap_viol_max_count 0 \
    critPathRequiredTime_ps 27160 \
    grt_usage_pct 37.4 \
    maxSlewHeadroom_pct 26.3 \
    chip_area_um2 182000 \
    worstSetupPathType "in2reg" \
    io_pins 319 \
    critical_path.slowest_cell "clkdlybuf4s50_1" \
    cts_hold_buf 0 \
    synth_warnings 1 \
    die_h_um 427 \
    highest_layer "met5" \
    crit_top_cell "buf_4" \
    antenna_left 0 \
    root_buffer "clkbuf_16" \
    cp_cell_sequence "clkdlybuf4s50_1 > inv_1 > nor2_1 > nand2_1 > buf_4 > nor4_1 > and3_2 > clkinv_1 > buf_4 > nand3_2 > buf_4" \
    ir_worst_vdd_mv 0.0612 \
    wl_met1_mm 110 \
    finalCriticalPeriod_ps 9630 \
    min_path_type "reg2reg" \
    synth_cell_types 66 \
    slew_viol_final 0 \
    cts_buffers 182 \
    clk_path_buf_depth 3 \
    warnings 32 \
    fin_setup_tns_ps 0 \
    vias_per_cell 6.29 \
    area_growth_pct 12.0 \
    leakage_uw 0.0322 \
    synth_area_um2 90200 \
    syn_inst 7799 \
    grt_pass1_vias 64900 \
    layout_setup_ws_ps 17070 \
    grt_pass1_wl_mm 448 \
    portBuffers 318 \
    rows 155 \
    antenna_found_initial 8 \
    num_vias 64300 \
    first_pass_iters 6 \
    grt.overflow.total 0 \
    place.gp.congestion 0.939 \
    ys.flops 1661 \
    setup_violations 0 \
    tightest_slew_ps 1090 \
    cpPeakStageDelay_ps 790 \
    post_cts_buffers 0 \
    powerDensity_nw_per_um2 57.8 \
    htreeDepth 4 \
    drive_gt1_share_pct 13.9 \
    async_reset_ff_share_pct 0 \
    avgSynthCellArea_um2 11.6 \
    flop_cell "edfxtp_1" \
    post-route-util_pct 56.5 \
    cts_tree "done" \
]
kinds of logic (layout without fill, tap and decap cells):
group                    after synthesis  count (layout)  share of synthesized area [%]
other                                  0               5                              0
buffers and inverters                978            1039                           4.23
AND/OR/NAND/NOR                     1987            1987                           9.14
adder cells (fa/ha/maj)               46              46                          0.655
XOR/XNOR                             305             305                           2.96
flip-flops                          1661            1661                           53.4
multiplexers                        1415            1415                           21.3
AND-OR/OR-AND                       1407            1407                           8.34
synthesized netlist by cell type (5+ instances only):
| cell type | n | share of area (%) |
|---|---|---|
| a21o_1 | 10 | 0.083 |
| xnor2_1 | 88 | 0.85 |
| xor2_1 | 217 | 2.1 |
| o211ai_1 | 5 | 0.042 |
| nand4_1 | 12 | 0.083 |
| nor2b_1 | 16 | 0.11 |
| a22oi_1 | 38 | 0.32 |
| and3_1 | 72 | 0.50 |
| nand2_1 | 1183 | 4.9 |
| nand3_1 | 43 | 0.24 |
| or4_1 | 6 | 0.050 |
| o21a_1 | 6 | 0.050 |
| mux2i_1 | 1010 | 11 |
| o21ai_0 | 820 | 4.5 |
| o22ai_1 | 16 | 0.11 |
| edfxtp_1 | 1488 | 50 |
| a211oi_1 | 6 | 0.050 |
| buf_1 | 134 | 0.56 |
| dfxtp_1 | 173 | 3.8 |
| clkbuf_1 | 710 | 3.0 |
| and2_1 | 5 | 0.035 |
| or3_1 | 30 | 0.21 |
| nor2_1 | 472 | 2.0 |
| nand2b_1 | 10 | 0.069 |
| buf_6 | 10 | 0.12 |
| ha_1 | 44 | 0.61 |
| nor4_1 | 72 | 0.50 |
| buf_2 | 47 | 0.26 |
| mux4_2 | 405 | 10 |
| a31oi_1 | 130 | 0.90 |
| a21oi_1 | 338 | 1.9 |
| inv_1 | 68 | 0.28 |
| nor3_1 | 41 | 0.23 |
| nor4b_1 | 9 | 0.087 |
power by group through the flow:
stage         Sequential (uW)  Clock [uW]  Combinational [uW]
CTS                      2870        2470                 532
global route             2870        2560                 582
finish                   2870        2440                 538
per-layer routing:
layer  global-route usage (%)  vias to the layer above
met1                     50.1                    31000
li1                         -                    28400
met2                     54.5                     4045
met5                    0.608                        -
met3                     19.7                      786
met4                     14.3                       10
layout by cell type (no fill, tap or decap), types with 40 or more instances in the layout:
cell,instances
a21oi_1,338
clkbuf_1,54
and3_2,55
nor3_1,40
clkbuf_16,185
a31oi_1,130
xnor2_1,88
nand2_1,1182
dfxtp_1,165
nor2_1,472
nor4_1,72
edfxtp_1,1488
buf_4,316
ha_1,44
xor2_1,217
mux4_2,405
mux2i_1,1010
o21ai_0,820
clkdlybuf4s50_1,304
inv_1,68
final cells by class:
| class | instances | area [um2] |
|---|---|---|
| Timing Repair Buffer | 636 | 5530 |
| Inverter | 73 | 274 |
| Multi-Input combinational cell | 5160 | 38500 |
| Tap cell | 2355 | 2950 |
| Antenna cell | 5 | 12.5 |
| Fill cell | 14000 | 77700 |
| Clock inverter | 81 | 672 |
| Sequential cell | 1661 | 48200 |
| Clock buffer | 249 | 4970 |
worst paths after layout:
path	endpoint	slack, ps	cells past startpoint
setup / recovery	lsb_queue_addr[11][14]	17070	11
hold / removal	lsb_queue_busy[15][0]	450	2
setup reg to reg	addr[20]	20110	12
hold reg to reg	lsb_queue_busy[15][0]	450	2
per-stage QoR:
step                instances  hold slack (ps)  cell area [um2]
floorplan                7799              417            90200
global placement         9885              437            95400
detailed placement       9885              444            95400
CTS                     10200              452           101000
global route            10200              473           101000
finish                  10200              451           101000
worst reg2reg max path, delay by kind of cell, from the launching register on:
family                 cells  cell delay [ps]
flip-flops                 1              610
AND/OR/NAND/NOR            3             1490
buffers and inverters      5             2690
AND-OR/OR-AND              2              630
multiplexers               2             1030
Power and IR drop assume default switching activity.
