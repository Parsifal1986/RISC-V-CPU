`flow/design.v`:
```
module reservation_station(
  input clk,
  input wire rst,
  input wire rdy,
  input [118:0] rs_instruction,
  input [73:0] cdb,
  input flush,
  output reg rs_ready,
  output reg [4:0] alu_oprand,
  output reg [31:0] a,
  output reg [31:0] b,
  output reg [3:0] alu_tag,
  output reg alu_ready
);
reg [1:0] rs_array_busy[15:0];
reg [31:0] rs_array_vj[15:0];
reg [31:0] rs_array_vk[15:0];
reg [4:0] rs_array_qj[15:0];
reg [4:0] rs_array_qk[15:0];
reg [31:0] rs_array_a[15:0];
reg [4:0] rs_array_tag[15:0];
reg [4:0] rs_array_op[15:0];
reg [3:0] array_size;
integer flag;
wire [15:0] output_flag;
wire [15:0] input_flag;
reg [4:0] work_output;
reg [4:0] work_input;
generate
  genvar j;
  for (j = 0; j < 16; j = j + 1) begin : buf_flag_generate
    assign input_flag[j] = !rs_array_busy[j];
    assign output_flag[j] = rs_array_busy[j] == 1 && !rs_array_qj[j][4] && !rs_array_qk[j][4];
  end
endgenerate
initial begin : initialize
  integer i;
  for (i = 0; i < 16; i = i + 1) begin
    rs_array_busy[i] <= 0;
    rs_array_vj[i] <= 0;
    rs_array_vk[i] <= 0;
    rs_array_qj[i] <= 0;
    rs_array_qk[i] <= 0;
    rs_array_a[i] <= 0;
    rs_array_tag[i] <= 0;
    rs_array_op[i] <= 0;
  end
end
always @(*) begin
  casez (input_flag)
    16'b0000000000000000 : work_input = 16;
    16'b????_????_????_???1 : work_input = 0;
    16'b????_????_????_??10 : work_input = 1;
    16'b????_????_????_?100 : work_input = 2;
    16'b????_????_????_1000 : work_input = 3;
    16'b????_????_???1_0000 : work_input = 4;
    16'b????_????_??10_0000 : work_input = 5;
    16'b????_????_?100_0000 : work_input = 6;
    16'b????_????_1000_0000 : work_input = 7;
    16'b????_???1_0000_0000 : work_input = 8;
    16'b????_??10_0000_0000 : work_input = 9;
    16'b????_?100_0000_0000 : work_input = 10;
    16'b????_1000_0000_0000 : work_input = 11;
    16'b???1_0000_0000_0000 : work_input = 12;
    16'b??10_0000_0000_0000 : work_input = 13;
    16'b?100_0000_0000_0000 : work_input = 14;
    16'b1000_0000_0000_0000 : work_input = 15;
  endcase
end
always @(*) begin
  casez (output_flag)
    16'b0000000000000000 : work_output = 16;
    16'b????_????_????_???1 : work_output = 0;
    16'b????_????_????_??10 : work_output = 1;
    16'b????_????_????_?100 : work_output = 2;
    16'b????_????_????_1000 : work_output = 3;
    16'b????_????_???1_0000 : work_output = 4;
    16'b????_????_??10_0000 : work_output = 5;
    16'b????_????_?100_0000 : work_output = 6;
    16'b????_????_1000_0000 : work_output = 7;
    16'b????_???1_0000_0000 : work_output = 8;
    16'b????_??10_0000_0000 : work_output = 9;
    16'b????_?100_0000_0000 : work_output = 10;
    16'b????_1000_0000_0000 : work_output = 11;
    16'b???1_0000_0000_0000 : work_output = 12;
    16'b??10_0000_0000_0000 : work_output = 13;
    16'b?100_0000_0000_0000 : work_output = 14;
    16'b1000_0000_0000_0000 : work_output = 15;
  endcase
end
always @(posedge clk) begin
  if (rst) begin : reset
    integer i;
    for (i = 0; i < 16; i = i + 1) begin
      rs_array_busy[i] <= 0;
    end
    array_size = 0;
    alu_ready <= 0;
    a <= 0;
    b <= 0;
    alu_tag <= 0;
    rs_ready <= 0;
  end else if (!rdy) begin
  end else begin
    begin  
      if (rs_instruction) begin
        if (work_input != 16) begin
          rs_array_busy[work_input] <= 1;
          rs_array_op[work_input] <= rs_instruction[116:112];
          if (cdb[36] && rs_instruction[46] && rs_instruction[45:42] == cdb[35:32]) begin
            rs_array_vj[work_input] <= cdb[31:0];
            rs_array_qj[work_input] <= 0;
          end else if (cdb[73] && rs_instruction[46] && rs_instruction[45:42] == cdb[72:69]) begin
            rs_array_vj[work_input] <= cdb[68:37];
            rs_array_qj[work_input] <= 0;
          end else begin
            rs_array_vj[work_input] <= rs_instruction[110:79];
            rs_array_qj[work_input] <= rs_instruction[46:42];
          end
          if (cdb[36] && rs_instruction[41] && rs_instruction[40:37] == cdb[35:32]) begin
            rs_array_vk[work_input] <= cdb[31:0];
            rs_array_qk[work_input] <= 0;
          end else if (cdb[73] && rs_instruction[41] && rs_instruction[40:37] == cdb[72:69]) begin
            rs_array_vk[work_input] <= cdb[68:37];
            rs_array_qk[work_input] <= 0;
          end else begin
            rs_array_vk[work_input] <= rs_instruction[78:47];
            rs_array_qk[work_input] <= rs_instruction[41:37];
          end
          rs_array_a[work_input] <= rs_instruction[36:5];
          rs_array_tag[work_input] <= rs_instruction[3:0];
          array_size = array_size + 1;
        end
      end
    end
    begin  
      if (work_output != 16) begin
        alu_ready <= 1;
        alu_oprand <= rs_array_op[work_output];
        a <= rs_array_vj[work_output];
        b <= rs_array_vk[work_output];
        alu_tag <= rs_array_tag[work_output];
        rs_array_busy[work_output] <= 0;
        array_size = array_size - 1;
      end else begin
        alu_ready <= 0;
      end
      if (array_size < 14) begin
        rs_ready <= 1;
      end else begin
        rs_ready <= 0;
      end
    end
    begin  
      if (cdb[36]) begin : WorkCDBSignalFromALU
        integer i;
        for (i = 0; i < 16; i = i + 1) begin
          if (rs_array_busy[i]) begin
            if (rs_array_qj[i][4] && rs_array_qj[i][3:0] == cdb[35:32]) begin
              rs_array_vj[i] <= cdb[31:0];
              rs_array_qj[i][4] <= 0;
            end
            if (rs_array_qk[i][4] && rs_array_qk[i][3:0] == cdb[35:32]) begin
              rs_array_vk[i] <= cdb[31:0];
              rs_array_qk[i][4] <= 0;
            end
          end
        end
      end
      if (cdb[73]) begin : WorkCDBSignalFromLSB
        integer i;
        for (i = 0; i < 16; i = i + 1) begin
          if (rs_array_busy[i]) begin
            if (rs_array_qj[i][4] && rs_array_qj[i][3:0] == cdb[72:69]) begin
              rs_array_vj[i] <= cdb[68:37];
              rs_array_qj[i][4] <= 0;
            end
            if (rs_array_qk[i][4] && rs_array_qk[i][3:0] == cdb[72:69]) begin
              rs_array_vk[i] <= cdb[68:37];
              rs_array_qk[i][4] <= 0;
            end
          end
        end
      end
    end
    begin  
      if (flush) begin
        rs_array_busy[0] <= 0;
        rs_array_busy[1] <= 0;
        rs_array_busy[2] <= 0;
        rs_array_busy[3] <= 0;
        rs_array_busy[4] <= 0;
        rs_array_busy[5] <= 0;
        rs_array_busy[6] <= 0;
        rs_array_busy[7] <= 0;
        rs_array_busy[8] <= 0;
        rs_array_busy[9] <= 0;
        rs_array_busy[10] <= 0;
        rs_array_busy[11] <= 0;
        rs_array_busy[12] <= 0;
        rs_array_busy[13] <= 0;
        rs_array_busy[14] <= 0;
        rs_array_busy[15] <= 0;
        array_size = 0;
        alu_ready <= 0;
      end
    end
  end
end
endmodule
```
`flow/run.sh`:
```
#!/bin/bash
# OpenROAD 26Q1-2900-gdf79404cd8, Yosys 0.63+post, stock flow scripts
make -C /OpenROAD-flow-scripts/flow DESIGN_CONFIG=/design/flow/config.mk WORK_HOME=/design/flow/orfs finish
```
`flow/config.mk`:
```
export PLATFORM = sky130hd
export DESIGN_NAME = reservation_station
export DESIGN_NICKNAME = reservation_station
export VERILOG_FILES = /design/flow/design.v
export SDC_FILE = /design/flow/constraint.sdc
export NUM_CORES = 4
export LEC_CHECK = 1
export CORE_UTILIZATION = 30
```
`flow/constraint.sdc`:
```
current_design reservation_station

set clk_period 25.6
set clk_io_pct 0.2

create_clock -name clk0 -period $clk_period [get_ports {clk}]

set non_clock_inputs [all_inputs -no_clocks]
set_input_delay [expr $clk_period * $clk_io_pct] -clock clk0 $non_clock_inputs
set_output_delay [expr $clk_period * $clk_io_pct] -clock clk0 [all_outputs]
```
==> run_summary.xml <==
<?xml version="1.0" encoding="UTF-8"?>
<metrics>
  <group name="outcome">
    <metric name="result_of_the_run" unit="">completed</metric>
  </group>
  <group name="grt">
    <metric name="grt.busiest_layer" unit="">met2</metric>
    <metric name="global_route_wire_length_before_repair" unit="um">498000</metric>
    <metric name="gr-usage-met1" unit="%">30.4</metric>
    <metric name="global_route.overflow_total" unit="">0</metric>
    <metric name="grt.met2_usage" unit="%">38.8</metric>
    <metric name="antenna_found_initial" unit="">10</metric>
    <metric name="grt_pass1_vias" unit="">67980</metric>
    <metric name="global_route.usage.met3" unit="%">16.9</metric>
    <metric name="grt_start_max_net_pins" unit="">143</metric>
    <metric name="grtUsageTotal" unit="%">27.1</metric>
  </group>
  <group name="pwr">
    <metric name="p_sw" unit="mW">1.42</metric>
    <metric name="totalPowerFinal" unit="mW">5.49</metric>
    <metric name="p_leak" unit="nW">31.7</metric>
    <metric name="intPower" unit="mW">4.07</metric>
    <metric name="cellPowerDensity" unit="nW/um^2">59.3</metric>
    <metric name="power.share.combinational" unit="%">10.3</metric>
    <metric name="power.share.switching" unit="%">25.8</metric>
    <metric name="vdd_ir_drop_max" unit="uV">53.2</metric>
    <metric name="clk_network_pwr_share" unit="%">42.6</metric>
    <metric name="seq_power_share" unit="%">47.1</metric>
  </group>
  <group name="final_timing">
    <metric name="maxClockFrequency" unit="MHz">94.8</metric>
    <metric name="timing_max_transition_violations_final" unit="">0</metric>
    <metric name="slew_at_the_pin_closest_to_its_max_slew_limit" unit="ns">1.45</metric>
    <metric name="setup-tns-final" unit="ns">0</metric>
    <metric name="timing.max_slew.rel_slack" unit="%">2.72</metric>
    <metric name="timing.final.setup_violations" unit="">0</metric>
    <metric name="period_minus_slack" unit="ns">10.55</metric>
    <metric name="final_hold_viol_count" unit="">0</metric>
    <metric name="rsz0062_at_grt" unit="">false</metric>
    <metric name="skew" unit="ns">0.0539</metric>
    <metric name="timing.final.crit_share" unit="%">41.2</metric>
  </group>
  <group name="floorplanning">
    <metric name="die_w" unit="um">519</metric>
    <metric name="initial_core_util" unit="%">30.2</metric>
    <metric name="die-area" unit="um^2">270000</metric>
    <metric name="pin_count" unit="">272</metric>
    <metric name="core_region_area" unit="um^2">266000</metric>
    <metric name="placementRows" unit="">189</metric>
    <metric name="die_y" unit="um">519</metric>
  </group>
  <group name="placement">
    <metric name="post-place-cells" unit="">12008</metric>
    <metric name="hpwl_after_detailed_placement" unit="um">224000</metric>
    <metric name="port_buffers" unit="">271</metric>
    <metric name="routabilityCongestion" unit="">1.00</metric>
  </group>
  <group name="setup_path">
    <metric name="crit_path_end_kind" unit="">register</metric>
    <metric name="critical_path_class" unit="">input port to register</metric>
    <metric name="worst_setup_path_start_kind" unit="">input port</metric>
    <metric name="crit_path_start" unit="">rs_instruction[59]</metric>
    <metric name="worst_r2r_endpoint" unit="">a[17]</metric>
    <metric name="req_time_crit_path" unit="ns">26.06</metric>
    <metric name="arrival_time_of_data_at_the_critical_path_endpoint" unit="ns">11.01</metric>
    <metric name="crit-reg2reg-launch" unit="">rs_array_busy[5]</metric>
    <metric name="r2r_setup_slack" unit="ns">18.43</metric>
    <metric name="cp_max_fo" unit="">38</metric>
    <metric name="path_depth_of_the_worst_reg2reg_path" unit="">12</metric>
  </group>
  <group name="clocking">
    <metric name="clock_insertion_delay_worst_skew" unit="ns">0.85</metric>
    <metric name="clk_root_buffer_cell" unit="">clkbuf_16</metric>
    <metric name="count_of_cells_resized_by_post_cts_repair" unit="">0</metric>
    <metric name="cts.reportedPaths.clkPinSlew" unit="ns">0.06</metric>
    <metric name="cts_tree" unit="">yes</metric>
    <metric name="number_of_clock_buffers_inserted_by_tritoncts" unit="">166</metric>
    <metric name="clock_tree.htree_level_count" unit="">4</metric>
    <metric name="cts.path.max_buffers" unit="">3</metric>
    <metric name="cts_hold_buffers" unit="">0</metric>
    <metric name="numClockSinks" unit="">1423</metric>
    <metric name="cts_setup_buffers" unit="">0</metric>
  </group>
  <group name="yosys">
    <metric name="synth_flops" unit="">1423</metric>
    <metric name="yosys-top-cells-area" unit="">edfxtp_1, nand2_1, mux2i_1</metric>
    <metric name="synth_largest_type_area_fraction" unit="%">48.7</metric>
    <metric name="syn_area_per_cell" unit="um^2">9.17</metric>
    <metric name="post_synth_inst_count" unit="">8756</metric>
    <metric name="post_synth_instance_area" unit="um^2">80300</metric>
    <metric name="ys_cells" unit="">8756</metric>
    <metric name="synth_warnings" unit="">1</metric>
    <metric name="yosys.stat.chipArea" unit="um^2">80300</metric>
    <metric name="ys.flop_type" unit="">edfxtp_1</metric>
    <metric name="edf_count" unit="">1301</metric>
    <metric name="synth_dominant_cell_count" unit="">nand2_1</metric>
    <metric name="yosys.stat.seqShare" unit="%">51.7</metric>
    <metric name="asyncSetResetFlopFracSynth" unit="%">0</metric>
    <metric name="synthTopCellsByCount" unit="">nand2_1, edfxtp_1, a21oi_1, o21ai_0, mux2i_1</metric>
    <metric name="ys_types" unit="">62</metric>
    <metric name="yosysTopAreaCell" unit="">edfxtp_1</metric>
  </group>
  <group name="route">
    <metric name="route.antenna.remaining_nets" unit="">0</metric>
    <metric name="routed_wl" unit="um">356000</metric>
    <metric name="wl_per_cell" unit="um">28.9</metric>
    <metric name="drt-pass1-iter-count" unit="">9</metric>
    <metric name="drtIter0Drc" unit="">6614</metric>
    <metric name="dr_total_vias" unit="">69659</metric>
    <metric name="route.detailed.drc" unit="">0</metric>
    <metric name="drt-vias-per-instance" unit="">5.65</metric>
  </group>
  <group name="final_layout">
    <metric name="areaGrowthSynthToFinish" unit="%">15.2</metric>
    <metric name="fill_cells" unit="">25758</metric>
    <metric name="drive_above_1_share" unit="%">8.79</metric>
    <metric name="finish.cell_count_without_fillers" unit="">12323</metric>
  </group>
  <group name="hold_path">
    <metric name="hold_wc_startpoint" unit="">alu_ready</metric>
    <metric name="hold-path-endpoint" unit="">alu_ready</metric>
    <metric name="worstHoldPathCells" unit="">2</metric>
    <metric name="worst_hold_path_type" unit="">register to register</metric>
  </group>
  <group name="run">
    <metric name="log.warning_count" unit="">35</metric>
    <metric name="max-cap-violations" unit="">0</metric>
  </group>
</metrics>
[placed cells by master, fill, tap and decap left out, types with 9 or more instances in the layout]
master / netlist / final
a21oi_1: 1099 / 1097
a22oi_1: 9 / 9
a31oi_1: 9 / 9
and3_1: 16 / 16
buf_4: 0 / 383
clkbuf_1: 766 / 50
clkbuf_16: 0 / 169
clkbuf_8: 0 / 14
clkdlybuf4s50_1: 0 / 263
clkinv_1: 1 / 27
clkinv_2: 0 / 20
dfxtp_1: 122 / 122
diode_2: 0 / 10
edfxtp_1: 1301 / 1301
inv_1: 74 / 72
mux2i_1: 784 / 784
nand2_1: 2137 / 2132
nand3_1: 40 / 39
nand4_1: 104 / 104
nor2_1: 243 / 225
nor2_4: 0 / 17
nor2b_1: 41 / 40
nor3_1: 80 / 65
nor3_2: 4 / 17
nor3b_1: 15 / 14
nor4_1: 215 / 184
nor4_2: 1 / 30
o211ai_1: 52 / 52
o21ai_0: 973 / 972
o21ai_1: 36 / 36
o22ai_1: 37 / 37
o311ai_0: 32 / 32
or3_2: 0 / 28
or3b_2: 10 / 10
xnor2_1: 118 / 118
xor2_1: 159 / 159
[worst max-delay path, stage by stage]
cell and delay [ns]:
clkdlybuf4s50_1 0.43, nor4_1 1.15, nand4_1 1.01, nor4_1 0.62
buf_4 0.23, a21oi_4 0.05, buf_4 0.33, nand3_1 0.61
nor2_1 0.42, or3_2 0.58, buf_4 0.37
[metrics by stage]
stage               setup slack (ns)  hold WS (ns)  util [%]  instance area, um^2
floorplan                      17.22         0.435         -                80300
global placement               14.52         0.467      32.8                87200
detailed placement             14.93         0.491      32.8                87200
CTS                            15.78         0.500      34.8                92500
global route                   15.40         0.539      34.8                92500
finish                         15.05         0.492      34.8                92500
[logic make-up after synthesis]
kind of cell / Yosys count / share of synthesized area (%)
AND-OR/OR-AND: 2267 / 14.6
XOR/XNOR: 277 / 3.02
adder cells (fa/ha/maj): 2 / 0.0312
buffers and inverters: 1015 / 5.01
flip-flops: 1423 / 51.7
multiplexers: 785 / 9.79
AND/OR/NAND/NOR: 2987 / 15.8
[routing by layer]
metal / part of all wire, % / vias up
met4: 7.7 / 22
met3: 16 / 1099
met1: 33 / 32818
met2: 43 / 4911
met5: 0.12 / -
li1: - / 30809
[power groups by stage]
stage                 Clock [mW]  Combinational (mW)  Sequential [mW]
after CTS                   2.35               0.549             2.59
after global routing        2.43               0.597             2.59
final                       2.34               0.565             2.59
[flip-flops by register name (all words and copies together), names as in the netlist, 32 cells and up]
name          count
a                32
b                32
rs_array_vj     512
rs_array_vk     512
rs_array_qk      80
rs_array_qj      80
rs_array_op      80
rs_array_tag     64
[worst max path at each step]
stage	cells after the start	endpoint
after CTS	10	rs_array_vj[8][13]
after global routing	11	rs_array_vj[8][13]
final	11	rs_array_vj[8][13]
[final cells by class]
class	instances	area, um^2	share of cell area, %
repair buffers	658	5630	6.09
inverters	76	288	0.311
clock buffers	233	4610	4.98
well taps	3533	4420	4.78
multi-input cells	6318	35400	38.3
clock inverters	72	617	0.667
diodes	10	25.0	0.0271
flip-flops and latches	1423	41500	44.9
No activity file was given, so power comes from the tool's default toggle rates.
